### flow/design.v
`timescale 1ns / 1ps
module octaveStuff(
	input leftBtn,
	input rightBtn,
	input clk,
	output [2:0] octaveState
    );
reg[2:0] temp=3'b001;
always @(posedge clk) begin
	if(rightBtn) begin
		if(temp+1<3'b001||temp+1>3'b010) begin
			temp<=3'b011;
		end
		else begin
			temp<=temp+1;
		end
	end
	else if(leftBtn) begin
		if(temp-1<3'b001||temp-1>3'b010) begin
			temp<=3'b001;
		end
		else begin
			temp<=temp-1;
		end
	end
	else begin
			temp<= temp;
	end
end
assign  octaveState = temp;
endmodule
### flow/run.sh
#!/bin/bash
# OpenROAD 26Q1-2900-gdf79404cd8, Yosys 0.63+post, stock flow scripts
make -C /OpenROAD-flow-scripts/flow DESIGN_CONFIG=/design/flow/config.mk WORK_HOME=/design/flow/orfs finish
### flow/config.mk
export PLATFORM = sky130hd
export DESIGN_NAME = octaveStuff
export DESIGN_NICKNAME = octaveStuff
export VERILOG_FILES = /design/flow/design.v
export SDC_FILE = /design/flow/constraint.sdc
export NUM_CORES = 4
export LEC_CHECK = 1
export CORE_AREA = 10 10 70 70
export DIE_AREA = 0 0 80 80
### flow/constraint.sdc
current_design octaveStuff

set clk_period 1.6
set clk_io_pct 0.2

create_clock -name clk0 -period $clk_period [get_ports {clk}]

set non_clock_inputs [all_inputs -no_clocks]
set_input_delay [expr $clk_period * $clk_io_pct] -clock clk0 $non_clock_inputs
set_output_delay [expr $clk_period * $clk_io_pct] -clock clk0 [all_outputs]
==> metrics.csv <==
stage;metric;value;unit
timing;final.period_utilization;97.6;%
pwr;p_leak;0.181;nW
yosys;topCellsByArea;edfxtp_1 (38%), ha_1 (21%), a21oi_1 (6.4%), nor2_1 (6.4%), inv_1 (4.8%);
yosys;avgSynthCellArea;9.41;um^2
layout;regMostFlops;temp;
drt;num_vias;224;
die;die_h;80;um
worst_setup_path;rr_endpoint;temp[0]$_DFFE_PP_;
worst_setup_path;crit_chain;ha_2, or3b_4, a21oi_2, o221ai_1;
timing;fin_skew;0.00549;ns
worst_setup_path;startpoint_type;flop;
drt;first_pass_iters;2;
yosys;synth_flops;3;
placement;globalplace.congestion;0.826;
clock_tree;h-tree-depth;1;
worst_setup_path;critPathMaxStageDelay;0.47;ns
yosys;yosysSeqAreaShare;38.3;%
yosys;synthCells;25;
min_path;hold_path.class;reg -> reg;
clock_tree;cts_hold_buf;0;
timing;whs;0.754;ns
placement;dpl_cell_area;373;um^2
timing;rsz0062_at_grt;yes;
layout;syn2layout_area_growth;84.6;%
worst_setup_path;critPathKind;reg -> reg;
clock_tree;clk_pin_slew;0.04;ns
global_route;grt-ovfl-total;0;
layout;fin_util;12.7;%
yosys;top_area_share;38.3;%
clock_tree;clkSinkCount;3;
global_route;grt_max_degree;6;
yosys;ys_cells;25;
worst_setup_path;cp-startpoint;temp[0]$_DFFE_PP_;
yosys;yosysWarningCount;1;
pwr;power_per_cell_area;856;mW/mm^2
timing;fin_ws;0.0386;ns
die;fp_util;6.89;%
clock_tree;clk_path_buf_depth;2;
flow_run;max_cap_viol_count;0;
worst_setup_path;cp.depth;4;
worst_setup_path;r2r_start;temp[0]$_DFFE_PP_;
drt;wl_per_cell;6.91;um
pwr;power;0.000372;W
die;io_pins;6;
global_route;grt_use_total;1.65;%
global_route;grt_pass1_wl;855;um
worst_setup_path;critPathTopFamily;flip-flops;
worst_setup_path;crit_path_end_kind;flop;
timing;drv_slew;0;
worst_setup_path;reg2reg_depth;4;
timing;fin_crit;1.56;ns
yosys;netlist-cell-type-count;13;
global_route;antenna_found_initial;0;
die;dieWidth;80;um
clock_tree;cts-buffers-inserted;3;
drt;ant_nets;0;
drt;drcViolationCount;0;
drt;wirelength;587;um
worst_setup_path;worst-path-buf-inv;0;
clock_tree;cts_tree;done;
worst_setup_path;arrival;1.53;ns
clock_tree;clkLatencyLatePin;0.23;ns
worst_setup_path;r2r_setup_slack;0.04;ns
flow_run;log.warning_count;29;
layout;drive_gt1_share;33.3;%
drt;diodes;0;
layout;stdcell_area;434;um^2
yosys;ys_chip_area;235;um^2
worst_setup_path;cp.required;1.57;ns
global_route;grt_pass1_vias;185;
die;rows;21;
drt;drtIter0Drc;4;
timing;finalSetupViolCount;0;
yosys;synth_area;235;um^2
outcome;status;complete, no violations;
worst_setup_path;cp_max_fo;5;
layout;mostFrequentLayoutCell;nor2_1;
clock_tree;root_buffer;clkbuf_4;
worst_setup_path;cp-endpoint;temp[0]$_DFFE_PP_;
yosys;largest_area_cell;edfxtp_1;
placement;io_buffers;5;
pwr;ir_worst_vdd;512;uV
placement;dp_hpwl;405;um
die;core_area;0.00342;mm^2
placement;dpl_worst_slack;-0.145;ns
layout;largest_reg_flops;3;
timing;fmax;640;MHz
timing;hold_viol;0;
layout;top_regs;temp: 3 flops;
drt;routed_via_density;2.64;
worst_setup_path;cpMaxStageDelayCell;edfxtp_1;
die;die_area;0.00640;mm^2
[Yosys cell counts]
| library cell | number |
|---|---|
| a2111oi_0 | 1 |
| a21oi_1 | 3 |
| conb_1 | 1 |
| edfxtp_1 | 3 |
| ha_1 | 4 |
| inv_1 | 3 |
| inv_2 | 1 |
| nor2_1 | 4 |
| nor3_1 | 1 |
| o221ai_1 | 1 |
| o31a_1 | 1 |
| or2_1 | 1 |
| or3b_1 | 1 |
[metal layers]
layer / part of all wire, % / global-route usage, % / up-vias
met4: 0 / 0.176 / 0
met2: 36 / 1.77 / 10
met1: 48 / 2.01 / 99
met5: 0 / 0 / -
li1: - / - / 115
met3: 17 / 2.05 / 0
[final cells by class]
cell class              count  area [um^2]
fillers                   399         2980
well taps                  46         57.6
flip-flops and latches      3         90.1
inverters                   4         15.0
multi-input cells          18          145
clock buffers               4         26.3
repair buffers             10          100
[report_power, final]
group	switching [W]	internal, W
combinational	0.0000532	0.0000727
sequential	0.0000134	0.0000999
clock	0.0000389	0.0000934
[worst reg2reg max path, cell delays in order, from the launching register on]
cell      delay (ns)
edfxtp_1        0.47
ha_2            0.21
or3b_4          0.38
a21oi_2         0.12
o221ai_1        0.12
[worst min path at each step]
stage                              from                end  slack (ns)  cells after the start
after CTS             temp[2]$_DFFE_PP_  temp[0]$_DFFE_PP_        0.75                      2
final                 temp[2]$_DFFE_PP_  temp[0]$_DFFE_PP_        0.75                      2
after global routing  temp[2]$_DFFE_PP_  temp[0]$_DFFE_PP_        0.78                      2
[per-stage QoR]
step	instances	setup TNS (ns)
after floorplan	25	0
after global placement	80	-0.155
after detailed placement	80	-0.198
after CTS	85	0
after global routing	85	-0.0345
final	85	0
[cells by family after synthesis]
family | Yosys count | synth area share [%]
flops | 3 | 38.3
buf+inv | 4 | 6.38
other cells | 1 | 1.59
simple gates | 7 | 14.9
compound gates | 6 | 17.6
fa+ha+maj | 4 | 21.3
[timing repair]
action	in CTS	in global routing
cloned	0	0
buffers inserted	1	0
gates resized	2	7
hold endpoints to repair	0	0
setup endpoints to repair	2	3
pin swaps	0	4
Power figures rest on the tool's default switching activity, not on a simulated workload.
